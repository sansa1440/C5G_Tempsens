**./config.mk**
```make
export PLATFORM = sky130hd
export DESIGN_NAME = slowClock
export DESIGN_NICKNAME = slowClock
export VERILOG_FILES = /design/flow/design.v
export SDC_FILE = /design/flow/constraint.sdc
export NUM_CORES = 4
export LEC_CHECK = 1
export CORE_UTILIZATION = 30
```
**./constraint.sdc**
```tcl
current_design slowClock

set clk_period 3.5
set clk_io_pct 0.2

create_clock -name clk0 -period $clk_period [get_ports {clk}]

set non_clock_inputs [all_inputs -no_clocks]
set_input_delay [expr $clk_period * $clk_io_pct] -clock clk0 $non_clock_inputs
set_output_delay [expr $clk_period * $clk_io_pct] -clock clk0 [all_outputs]
```
**./design.v**
```verilog
module slowClock(clk, reset, clk_270kHz);
input clk, reset;
output clk_270kHz;
reg clk_270kHz = 1'b0;
reg [27:0] counter = 0;
always@(posedge reset or posedge clk)
begin
    if (reset)
        begin
            clk_270kHz <= 0;
            counter <= 0;
        end
    else
        begin
            counter <= counter + 1;
            if ( counter == 250_000_000)
                begin
                    counter <= 0;
                    clk_270kHz <= ~clk_270kHz;
                end
        end
end
endmodule   
```
**./run.sh**
```bash
#!/bin/bash
# OpenROAD 26Q1-2900-gdf79404cd8, Yosys 0.63+post, stock flow scripts
make -C /OpenROAD-flow-scripts/flow DESIGN_CONFIG=/design/flow/config.mk WORK_HOME=/design/flow/orfs finish
```
==> results.toml <==
# synthesis and place-and-route metrics
[placed_design]
hpwlAfterDp_um = 2160
port_buffers = 2
finalWeightedCongestion = 0.850

[power_and_ir_drop]
peakVddDrop_mv = 0.231
leakagePower_uw = 0.000704
pwr_density_cell_nw_per_um2 = 354

[worst_setup_path]
cp.required_ps = 3690
cp-start-kind = "flop"
crit_type = "reg2reg"
worstPathMaxFanout = 7
critPathArrivalTime_ps = 2390
endpoint_kind = "flop"

[global_route]
grt_use_total = 0.130
grt_first_pass_wirelength_um = 5260
gr-total-overflow = 0
grt_pass1_vias = 1112
antenna_found_initial = 0
grt_max_degree = 30

[sta]
drv_slew = 0
setup_violations = 0
fin_worst_skew_ps = 3.16
rsz0062_at_grt = "false"
worst_pin_slew_ps = 1010
maxSlewHeadroom = 0.319
finalHoldViolations = 0
tns_ps = 0
fin_crit_ps = 2200
max_freq_mhz = 455
fin_crit_sh = 0.629

[run_status]
status = "completed"

[floorplan]
ios = 3
core_area_um2 = 4790
fp-row-count = 25
die-area_um2 = 5310
fp.dieW_um = 72.9
die_y_um = 72.9
initCoreUtil = 0.315

[clock_tree]
cts-root-buf = "clkbuf_8"
htree_num_levels = 2
numCtsBuffers = 5
cts_tree = "built"
clockBufferDepth = 2
cts_sinks = 29
cts_hold_buf = 0
clk_latency_ps = 280
clk_pin_slew_ps = 60
post-cts-setup-buffers = 0
ctsResizeCount = 0

[drt]
via_per_inst = 5.07
final_antenna_net_count = 0
num_vias = 1152
n_antenna_cell = 0
wl_per_cell_um = 13.5
drt-total-wl_um = 3060
drc_errors = 0
initialDrtViolationCount = 81
firstDrtPassIters = 4

[run]
warnings = 26
drv_cap = 0

[synthesis]
synth_area_leader_cell = "dfrtp_1"
syn_inst = 150
top_cell_area_share = 0.482
syn_area_um2 = 1510
syn_area_per_cell_um2 = 10.0
ys_cells = 150
area_leaders = "dfrtp_1 48%, xnor2_1 7.0%, nand3_1 4.7%, nand4_1 2.9%, xor2_1 2.9%"
yosys_warnings = 1
synth_cell_type_count = 34
yosysChipArea_um2 = 1510
synth-seq-area-share = 0.482
ys.flops = 29

[layout]
seq_area_um2 = 726
syn2layout_area_growth_pct = 12.6
comb_area_um2 = 753
drive_above_1_share = 0.100
utilization = 0.355
fillers = 466

[worst_hold_path]
worstHoldPathType = "reg2reg"
cell families (layout without fill, tap and decap cells):
kind of cell,Yosys count,after routing,synth area share
DFF,29,29,0.482
AOI/OAI and AO/OA,17,17,0.0615
xor gates and xnor gates,17,17,0.0988
buffers and inverters,7,17,0.0183
adders and majority gates,2,2,0.0166
and+or+nand+nor,75,75,0.303
muxes,3,3,0.0199
flip-flops by register name, indices dropped and copies added (netlist names):
| name | flops |
|---|---|
| counter | 28 |
| clk_270kHz | 1 |
where the power goes:
| group | leakage, uW | switching [uW] | internal, uW |
|---|---|---|---|
| combinational | 0.000269 | 6.32 | 1.79 |
| sequential | 0.000396 | 0 | 335 |
| clock | 0.0000395 | 116 | 141 |
| total | 0.000704 | 123 | 478 |
worst max-delay path, stage by stage, from the launching register on:
cell and delay (ps):
dfrtp_1 440, ha_1 280, nand2_1 110, nor4_1 870, nand3_1 190, mux2i_1 220
placed cells by master, fill, tap and decap left out, types with 6 or more instances in the layout:
cell,synthesis,routed
xnor2_1,12,12
nor2_1,10,10
dfrtp_1,29,29
nand2_1,9,9
nand3_1,14,14
a21oi_1,7,7
o21ai_0,6,6
nand4_1,7,7
metal layers:
metal	routed length, um	GRT usage
met1	1580	0.213
met4	52	0.0174
met2	1300	0.188
met5	0	0
met3	134	0.0238
metrics by stage:
stage	setup WS, ps	cell area [um2]	power (uW)	instances	hold slack (ps)
floorplan	1760	1510	346	150	420
global placement	1350	1620	350	219	465
detailed placement	1350	1620	350	219	467
CTS	1330	1700	608	227	481
global route	1160	1700	628	227	485
finish	1300	1700	601	227	480
synth_stat cells (all sizes together):
cell / count
buf: 1
o31ai: 2
nand4: 8
or3: 4
o22ai: 2
o21ai: 6
xnor2: 12
nor3: 2
and3: 6
or2: 2
or4: 4
xor2: 5
nand3: 15
and2: 2
nor2: 10
nor2b: 1
nand2: 9
inv: 5
nand4b: 2
nor4bb: 1
mux2i: 3
nor4b: 3
nor4: 2
clkbuf: 1
and4bb: 1
and4: 3
dfrtp: 29
a21oi: 7
ha: 2
final timing paths:
| check | from | to | slack (ps) | cells after the start |
|---|---|---|---|---|
| setup / recovery | counter[0]$_DFF_PP0_ | counter[20]$_DFF_PP0_ | 1300 | 5 |
| hold / removal | clk_270kHz$_DFFE_PP0N_ | clk_270kHz$_DFFE_PP0N_ | 480 | 1 |
| setup reg to reg | counter[0]$_DFF_PP0_ | counter[20]$_DFF_PP0_ | 1300 | 5 |
| hold reg to reg | clk_270kHz$_DFFE_PP0N_ | clk_270kHz$_DFFE_PP0N_ | 480 | 1 |
| max in group asynchronous | reset | counter[11]$_DFF_PP0_ | 2450 | 3 |
| min in group asynchronous | reset | counter[15]$_DFF_PP0_ | 790 | 3 |
cell type report:
| type | instances | share of cell area |
|---|---|---|
| flip-flops and latches | 29 | 0.428 |
| multi-input cells | 114 | 0.444 |
| inverters | 5 | 0.0111 |
| well taps | 67 | 0.0494 |
| clock buffers | 8 | 0.0472 |
| repair buffers | 4 | 0.0206 |
Power is estimated from default activity; no workload was simulated.
