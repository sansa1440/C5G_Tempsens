**./config.mk**
```make
export PLATFORM = sky130hd
export DESIGN_NAME = lcdctrl
export DESIGN_NICKNAME = lcdctrl
export VERILOG_FILES = /design/flow/design.v
export SDC_FILE = /design/flow/constraint.sdc
export NUM_CORES = 4
export LEC_CHECK = 1
export CORE_UTILIZATION = 40
```
**./constraint.sdc**
```tcl
current_design lcdctrl

set clk_period 5.8
set clk_io_pct 0.2

create_clock -name clk0 -period $clk_period [get_ports {clk}]

set non_clock_inputs [all_inputs -no_clocks]
set_input_delay [expr $clk_period * $clk_io_pct] -clock clk0 $non_clock_inputs
set_output_delay [expr $clk_period * $clk_io_pct] -clock clk0 [all_outputs]
```
**./design.v**
```verilog
module lcdctrl(
	clk,
	reset,
	lcd_e,
	lcd_rs,
	lcd_rw,
	sf_d,
	data0,
	data1,
	data2,
	data3,
	data4,
	data5
	);
 input clk,reset;
 input [15:0] data0,data1,data2,data3,data4,data5;
 output lcd_e,lcd_rs,lcd_rw;
 output [11:8] sf_d;
 reg lcd_e;
 reg [1:0] state;
 reg [2:0] index;
 reg [3:0] addr;
 reg [31:0] counter;
 reg [26:0] ctrl;
 wire set_enb;
 wire ret;
 wire [19:0] wait_cnt;
 reg [7:0] ascii;
 reg [3:0] hex;
 assign lcd_rw   = 0;
 assign ret      = ctrl[26];
 assign lcd_rs   = ctrl[25];
 assign set_enb  = ctrl[24];
 assign sf_d     = ctrl[23:20];
 assign wait_cnt = ctrl[19:0];
 always @(posedge clk or negedge reset)
   if(!reset) begin
     addr <= 0;
     counter <= 0;
     state <= 2'b00;
     index <= 0;
   end else if(counter<wait_cnt)
     counter <= counter + 1;
   else begin
     counter <= 0;
     if(!ret)
       addr <= addr + 1;
     else begin
       addr <= 0;
       if(state==2'b00)
         state <= 2'b01;
       else if(state==2'b01 || state==2'b10)
         state <= 2'b11;
       else if(state == 2'b11) begin
         if(index== 5)
           index <= 0;
         else
           index <= index + 1;
         if(index == 2)
           state <= 2'b10;
         else if(index == 5)
           state <= 2'b01;
       end
     end
   end
 always @(posedge clk or negedge reset)
   if(!reset) lcd_e <= 0;
   else if(set_enb && counter >= 1 && counter <= 12) lcd_e <= 1;
   else lcd_e <= 0;
 always @(state or addr or ascii)
   case(state)
   2'b00:
     case(addr)
     4'h0: ctrl = {3'b000, 4'h0, 20'hB71B0};
     4'h1: ctrl = {3'b001, 4'h3, 20'h320D7};
     4'h2: ctrl = {3'b001, 4'h3, 20'h01397};
     4'h3: ctrl = {3'b001, 4'h3, 20'h00800};
     4'h4: ctrl = {3'b001, 4'h2, 20'h00800};
     4'h5: ctrl = {3'b001, 4'h2, 20'h00041};
     4'h6: ctrl = {3'b001, 4'h8, 20'h00800};
     4'h7: ctrl = {3'b001, 4'h0, 20'h00041};
     4'h8: ctrl = {3'b001, 4'h6, 20'h00800};
     4'h9: ctrl = {3'b001, 4'h0, 20'h00041};
     4'hA: ctrl = {3'b001, 4'hC, 20'h00800};
     4'hB: ctrl = {3'b001, 4'h0, 20'h00041};
     4'hC: ctrl = {3'b101, 4'h1, 20'h1482F};
     default: ctrl = {3'bxxx, 4'hx, 20'hxxxxx};
     endcase
   2'b01:
     case(addr)
     4'h0: ctrl = {3'b001, 4'h8, 20'h00041};
     4'h1: ctrl = {3'b101, 4'h0, 20'h00800};
     default: ctrl = {3'bxxx, 4'hx, 20'hxxxxx};
     endcase
   2'b10:
     case(addr)
     4'h0 : ctrl = {3'b001, 4'hC, 20'h00041};
     4'h1 : ctrl = {3'b101, 4'h0, 20'h00800};
     default: ctrl = {3'bxxx, 4'hx, 20'hxxxxx};
     endcase
   2'b11:
     case(addr)
     4'h0 : ctrl = {3'b011, ascii[7:4], 20'h00041};
     4'h1 : ctrl = {3'b011, ascii[3:0], 20'h00800};
     4'h2 : ctrl = {3'b011, ascii[7:4], 20'h00041};
     4'h3 : ctrl = {3'b011, ascii[3:0], 20'h00800};
     4'h4 : ctrl = {3'b011, ascii[7:4], 20'h00041};
     4'h5 : ctrl = {3'b011, ascii[3:0], 20'h00800};
     4'h6 : ctrl = {3'b011, ascii[7:4], 20'h00041};
     4'h7 : ctrl = {3'b011, ascii[3:0], 20'h00800};
     4'h8 : ctrl = {3'b011, 4'hA, 20'h00041};
     4'h9 : ctrl = {3'b111, 4'h0, 20'h00800};
     default: ctrl = {3'bxxx, 4'hx, 20'hxxxxx};
     endcase
   default: ctrl = {3'bxxx, 4'hx, 20'hxxxxx};
   endcase
 reg [15:0] data;
 always @(posedge clk or negedge reset)
   if(!reset) data <= 0;
   else if(addr == 0)
     case(index)
     3'd0: data <= data0;
     3'd1: data <= data1;
     3'd2: data <= data2;
     3'd3: data <= data3;
     3'd4: data <= data4;
     3'd5: data <= data5;
     endcase
 always @(addr or data)
   case(addr)
   4'h0,4'h1: hex = data[15:12];
   4'h2,4'h3: hex = data[11:8];
   4'h4,4'h5: hex = data[7:4];
   4'h6,4'h7: hex = data[3:0];
   default: hex = 4'hx;
   endcase
 always @(hex)
   case(hex)
   4'h0 : ascii = 8'h30;
   4'h1 : ascii = 8'h31;
   4'h2 : ascii = 8'h32;
   4'h3 : ascii = 8'h33;
   4'h4 : ascii = 8'h34;
   4'h5 : ascii = 8'h35;
   4'h6 : ascii = 8'h36;
   4'h7 : ascii = 8'h37;
   4'h8 : ascii = 8'h38;
   4'h9 : ascii = 8'h39;
   4'hA : ascii = 8'h41;
   4'hB : ascii = 8'h42;
   4'hC : ascii = 8'h43;
   4'hD : ascii = 8'h44;
   4'hE : ascii = 8'h45;
   4'hF : ascii = 8'h46;
   default : ascii = 8'hxx;
   endcase
endmodule
```
**./run.sh**
```bash
#!/bin/bash
# OpenROAD 26Q1-2900-gdf79404cd8, Yosys 0.63+post, stock flow scripts
make -C /OpenROAD-flow-scripts/flow DESIGN_CONFIG=/design/flow/config.mk WORK_HOME=/design/flow/orfs finish
```
==> flow_summary.yaml <==
# generated from flow reports
route:
  drt_iter0_drc: 227
  n_antenna_cell: 0
  totalWireLength_um: 11700
  dr_total_vias: 3957
  wire_per_inst_um: 15.9
  drt_first_pass_iters: 4
  drcViolationCount: 0
  drtAntennaViolNets: 0
  drt-vias-per-instance: 5.38
synth:
  synth_cell_type_count: 59
  yosys.area.top_type_share_pct: 35.1
  synth-edff-count: 0
  synthesis.area_per_instance_um2: 8.59
  post_synthesis_cell_count: 490
  ys.warnings.count: 1
  post_synth_most_frequent_cells: "sky130_fd_sc_hd__dfrtp_1, sky130_fd_sc_hd__nor2_1, sky130_fd_sc_hd__nand2_1"
  yosys-stat-area_um2: 4210
  synth_top_cell_by_count: "sky130_fd_sc_hd__dfrtp_1"
  synthDominantAreaCellType: "sky130_fd_sc_hd__dfrtp_1"
  ys_ff: 60
  async_flop_share_pct: 100
  ys_dominant_reg_cell: "sky130_fd_sc_hd__dfrtp_1"
  seq_area_frac_synth_pct: 35.7
  synth_area_um2: 4210
  yosys_cells: 490
  yosys-top-cells-area: "sky130_fd_sc_hd__dfrtp_1, sky130_fd_sc_hd__ha_1, sky130_fd_sc_hd__mux2i_1, sky130_fd_sc_hd__o21ai_0, sky130_fd_sc_hd__nor2_1"
global_route:
  grt.total_usage_pct: 22.6
  grt_pass1_wl_um: 19100
  grt-busiest-layer: "met1"
  met2_usage_pct: 33.1
  gr-usage-met3_pct: 3.30
  number_of_antenna_violations_at_the_first_check_in_global_routing: 0
  grt_overflow: 0
  gr_util_met1_pct: 37.7
  grt_pass1_vias: 3738
  grt_start_max_net_pins: 61
timing:
  hold_viol_final: 0
  final_period_minus_worst_setup_slack_ns: 4.62
  final_slew_violations: 0
  finalHoldWorstSlack_ns: 0.493
  max_slew.worst_pin.slew_ns: 0.885
  worst_slack_setup_final_ns: 1.18
  fin_skew_ns: 0.0123
  setup_repair_after_global_routing_missed_its_margin: "no"
  setup_viol: 0
  final.setup.tns_ns: 0
  period_used_pct: 79.6
  maxClockFrequency_mhz: 217
  relSlewSlack_pct: 40.9
floorplan:
  core_um2: 10300
  dieWidth_um: 105
  fp-row-count: 37
  dieArea_um2: 10900
  initial_utilization_pct: 41.0
  io-pin-count: 105
  dieHeight_um: 105
clock_tree:
  insertion_delay_ns: 0.35
  cts_htree_levels: 3
  clk_slew_on_worst_s_h_paths_ns: 0.07
  cts.path.max_buffers: 2
  tritoncts_clock_tree: "built"
  postCtsSetupRepairBufs: 0
  clk_root_buffer_cell: "sky130_fd_sc_hd__clkbuf_8"
  hold_buffers: 0
  clock_sink_count: 60
  cts_made_buffers: 9
  cts-resized-gates: 0
power:
  worst_ir_drop_vdd_v: 0.000189
  power.share.sequential_pct: 33.1
  cellInternalPower_w: 0.00103
  total_leakage_power_nw: 2.22
  powerDensity_nw_per_um2: 317
  total_switching_power_w: 0.000729
  share_of_power_burned_in_combinational_logic_pct: 47.0
  power.share.switching_pct: 41.5
  share_clk_of_total_power_pct: 19.9
job:
  drv.max_cap_violation_count: 0
  stage_log_warnings: 32
worst_setup_path:
  cp_cell_sequence: "inv_1 > ha_1 > nor2_1 > o21a_1 > a221oi_2 > inv_1 > ha_1 > inv_1 > mux2i_1 > a21oi_1 > o21ai_0 > o21ai_0 > clkdlybuf4s50_1"
  crit_start: "addr[0]$_DFFE_PN0N_"
  cp_data_arrival_time_ns: 3.46
  worst_r2r_startpoint: "addr[2]$_DFFE_PN0N_"
  end_kind: "primary output"
  worstSetupStartpointType: "flip-flop"
  path_common_cell: "sky130_fd_sc_hd__inv_1"
  critical_path.slowest_cell: "sky130_fd_sc_hd__clkdlybuf4s50_1"
  crit_fanout: 11
  crit_type: "flip-flop to primary output"
  max_stage_delay_ns: 0.48
  critPathRequiredTime_ns: 4.64
run_status:
  status: "finished clean"
layout:
  layoutNonFillerInstCount: 735
  drive_above_1_share_pct: 5.51
  area_growth_syn_to_layout_pct: 31.7
  postLayoutCellArea_um2: 5550
placement:
  post-place-ws_ns: 1.58
  globalplace.congestion: 0.903
  hpwlAfterDp_um: 9140
  placedInstanceArea_um2: 5360
  place.port_buffers: 103
  post-place-cells: 719
worst_hold_path:
  worstHoldStart: "data[10]$_DFFE_PN0P_"
  hold_class: "flip-flop to flip-flop"
==> layer usage <==
metal | vias to the layer above | share of wire [%]
li1 | 1982 | -
met1 | 1870 | 49
met2 | 90 | 45
met3 | 15 | 4.3
met4 | 0 | 1.4
met5 | - | 0
==> placed cells by master, fill, tap and decap left out, drive strengths merged, types with 3 or more instances in the layout <==
cell           synthesis  routed
a211oi                 4       4
a21oi                 31      31
a221o                  3       3
a221oi                 3       3
a22oi                 16      16
and2                   4       4
and3                   4       4
buf                    9       5
clkbuf                16       9
clkdlybuf4s50          0     102
clkinvlp               0       3
conb                   1      12
dfrtp                 59      59
ha                    29      29
inv                   18      21
mux2i                 25      25
nand2                 48      48
nand2b                 4       4
nand3                 15      15
nand3b                 4       4
nand4                  4       4
nor2                  56      56
nor2b                  5       5
nor3                   5       5
nor4                   8       8
o2111ai                8       8
o211ai                10      10
o21ai                 50      50
or2                    4       4
or3                    4       4
xnor2                  9       9
xor2                   9       9
==> kinds of logic after synthesis <==
family	count (synthesis)	synth area share, %
adders and majority gates	29	8.62
and+or+nand+nor	172	19.5
other	1	0.0891
buffers and inverters	43	4.34
AOI/OAI and AO/OA	141	21.8
DFF	60	35.7
muxes	26	6.21
xor gates and xnor gates	18	3.74
==> layout make-up <==
cell class                 instances  area (um2)
timing repair buffer             107        1060
tap                              136         170
clock inverter                     7        60.1
fill                             908        4730
multi-input combinational        398        2570
clock buffer                       9         124
sequential                        60        1500
inverter                          18        67.6
==> power groups by stage <==
stage	Combinational (W)	Clock [W]	Sequential [W]
CTS	0.000825	0.000361	0.000580
global route	0.000945	0.000379	0.000592
finish	0.000826	0.000349	0.000581
==> sequential cells by signal, summed over array words and instances (netlist names) <==
name     flops
index        3
lcd_e        1
addr         4
counter     32
state        4
data        16
==> critical path: cells and delay by family, from the launching register on <==
family | cells | cell delay (ns)
compound gates | 5 | 0.96
fa+ha+maj | 2 | 0.71
buf+inv | 4 | 0.80
flops | 1 | 0.47
mux | 1 | 0.06
simple gates | 1 | 0.12
==> through the flow <==
step                util [%]  total power (W)
floorplan                  -          0.00114
global placement        52.2          0.00140
detailed placement      52.2          0.00141
CTS                     54.0          0.00177
global route            54.0          0.00192
finish                  54.0          0.00176
==> final timing paths <==
| check | endpoint | slack [ns] | cells after the start |
|---|---|---|---|
| min in group asynchronous | counter[5]$_DFF_PN0_ | 0.95 | 2 |
| min reg2reg | data[10]$_DFFE_PN0P_ | 0.49 | 2 |
| max | sf_d[9] | 1.18 | 13 |
| max reg2reg | index[2]$_DFFE_PN0P_ | 1.59 | 12 |
| min | data[10]$_DFFE_PN0P_ | 0.49 | 2 |
| max in group asynchronous | state[2]$_DFF_PN0_ | 4.35 | 2 |
Power figures rest on the tool's default switching activity, not on a simulated workload.
