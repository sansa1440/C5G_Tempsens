--- run.sh ---
#!/bin/bash
# OpenROAD 26Q1-2900-gdf79404cd8, Yosys 0.63+post, stock flow scripts
make -C /OpenROAD-flow-scripts/flow DESIGN_CONFIG=/design/flow/config.mk WORK_HOME=/design/flow/orfs finish
--- config.mk ---
export PLATFORM = sky130hd
export DESIGN_NAME = DeBounce
export DESIGN_NICKNAME = DeBounce
export VERILOG_FILES = /design/flow/design.v
export SDC_FILE = /design/flow/constraint.sdc
export NUM_CORES = 4
export LEC_CHECK = 1
export CORE_AREA = 10 10 70 70
export DIE_AREA = 0 0 80 80
--- constraint.sdc ---
current_design DeBounce

set clk_period 2.6
set clk_io_pct 0.2

create_clock -name clk0 -period $clk_period [get_ports {clk}]

set non_clock_inputs [all_inputs -no_clocks]
set_input_delay [expr $clk_period * $clk_io_pct] -clock clk0 $non_clock_inputs
set_output_delay [expr $clk_period * $clk_io_pct] -clock clk0 [all_outputs]
--- design.v ---
`timescale 1 ns / 100 ps
module  DeBounce 
	(
	input 			clk, n_reset, button_in,				 
	output reg 	DB_out													 
	);
	parameter N = 11 ;		 
	reg  [N-1 : 0]	q_reg;							 
	reg  [N-1 : 0]	q_next;
	reg DFF1, DFF2;									 
	wire q_add;											 
	wire q_reset;
	assign q_reset = (DFF1  ^ DFF2);		 
	assign  q_add = ~(q_reg[N-1]);			 
	always @ ( q_reset, q_add, q_reg)
		begin
			case( {q_reset , q_add})
				2'b00 :
						q_next <= q_reg;
				2'b01 :
						q_next <= q_reg + 1;
				default :
						q_next <= { N {1'b0} };
			endcase 	
		end
	always @ ( posedge clk )
		begin
			if(n_reset ==  1'b0)
				begin
					DFF1 <= 1'b0;
					DFF2 <= 1'b0;
					q_reg <= { N {1'b0} };
				end
			else
				begin
					DFF1 <= button_in;
					DFF2 <= DFF1;
					q_reg <= q_next;
				end
		end
	always @ ( posedge clk )
		begin
			if(q_reg[N-1] == 1'b1)
					DB_out <= DFF2;
			else
					DB_out <= DB_out;
		end
	endmodule
==> changes_impl.md <==
### Metrics

* Post-CTS sizing at 0
* Final ANT Viol Nets at 0
* Vias/cell at a little under 4
* CTS Root Cell: clkbuf_4
* Slowest Stage Delay on Critical Path at 0.46 ns
* Distinct cells, synth at 24
* Synth Register Bits at 14
* Core Footprint at roughly 3400 um^2
* Log Warnings at 25
* Largest delay contributor family on the critical path: buffers and inverters
* Area fraction of the dominant cell type after synthesis at 0.440
* VDD IR max at 0.131 mV
* Worst path cell trace: clkdlybuf4s50_1
* Antenna diodes at 0
* RSZ-0062 raised after global routing: no
* Port Buf Inserts at 3
* Fin crit share at 0.607
* Cell Area, Placed at between 600 and 700 um^2
* Critical Path RT at roughly 2.1 ns
* Static Leak at about 0.27 nW
* Final hold slack at between 0.4 and 0.5 ns
* Status: complete, no violations
* Final hold violations at 0
* Final setup vio count at 0
* CTS max path bufs at 2
* Arrival @ worst endpoint at 1.06 ns
* Core Util at FP at 0.173
* Setup TNS at 0 ns
* Crit path time final at between 1.5 and 2 ns
* Mapped Area at ~600 um^2
* Asr flop ratio synth at 0
* Die Span Y at around 80 um
* Largest net degree at the start of global routing at 10
* Vias in the first global route at 398
* Pins Over Slew Limit at 0
* First-pass GRT wire length at about 1.7 mm
* Vias at ~430
* Fin Clk Skew at slightly below 0.005 ns
* Cell count after synthesis at 56
* Design area at around 700 um^2
* Fmax at about 0.63 GHz
* Clock-pin slew on the worst setup and hold paths at around 0.08 ns
* PwrDens at 525 nW/um^2
* Startpoint types: flop
* Htree depth at 1
* EDFF count, synth at 1
* Top FF cell, synth: dfxtp_1
* Ys cells at approximately 56
* Area grow syn2layout at 19.2%
* Max cap viols at 0
* Cts hold-fix bufs at 0
* Num rows at 21
* Wire per inst at just under 9 um
* Switch share at 0.217
* Syn Area/Cell at 10.6 um^2
* Slew @ Worst Pin at 0.426 ns
* CTS tree: built
* DRT Wirelength at around 940 um
* Slowest stage cell, crit path: clkdlybuf4s50_1
* Clock sinks at 14
* Final Util at 0.207
* P_int at around 0.29 mW
* Buf/Inv on CP at 1
* Clk ins delay skew pair at ~0.27 ns
* GRT Total Usage at 0.0309
* DR pass1 iterations at 4
* Die area at 6400 um^2
* Max FFs per register at 11
* Number of post-CTS setup repair buffers at 0
* DIE WIDTH at ~80 um
* Share of layout cells above drive strength 1 at 0.127
* Top area cell types: dfxtp_1 44%, mux2i_1 5.1%, edfxtp_1 5.1%, xnor2_1 4.4%, nand4b_4 4.0%
* GRT Residual Overflow at 0
* Routability cong. at 0.722
* Yosys stat area at a little under 600 um^2
* Combinational share of power at 0.054
* Synth Seq Share at 0.490
* Worst slew margin at 0.714
* Seq pwr share at 0.611
* Clock power frac at 0.335
* Hold crit path type: flop to flop
* CP Max Fanout at 1
* DRC at 0
* Net Switching at 0.0804 mW
* I/O Pins at 4
* Num CTS Buffers at 3
* Area leader, netlist: dfxtp_1
* Crit. End Element: primary output
* Synth warn at 1
* Initial DRC Count at slightly below 60
* Critical setup path kind: flop to primary output
* Initial antenna violation count at 0
layer usage:
layer | global-route usage | wire length (um)
met5 | 0 | 0
met4 | 0.0106 | 24
met3 | 0.00455 | 23
met2 | 0.0457 | 408
met1 | 0.0445 | 486
cell usage in the layout, fill, tap and decap left out, drive strengths merged:
master / count
dfxtp: 13
nor2: 6
nand3: 4
clkbuf: 4
xnor2: 3
a21oi: 3
mux2i: 3
clkdlybuf4s50: 3
nand2: 3
o31ai: 2
or4: 2
nand3b: 2
xor2: 2
and2: 2
edfxtp: 1
nand4b: 1
and4b: 1
o21ai: 1
or3: 1
and4: 1
a41oi: 1
and2b: 1
nand4: 1
and3: 1
ha: 1
cell families (layout without fill, tap and decap cells):
group,count (synthesis),in the layout,synth area share
AOI/OAI and AO/OA,7,7,0.0740
xor gates and xnor gates,5,5,0.0740
and+or+nand+nor,26,26,0.290
adders and majority gates,1,1,0.0211
buffers and inverters,0,7,0
DFF,14,14,0.490
muxes,3,3,0.0507
Yosys cell counts (2+ instances only):
library cell  instances
dfxtp_1              13
nor2_1                6
nand3_1               4
a21oi_1               3
mux2i_1               3
xnor2_1               3
and2_1                2
nand2_1               2
nand3b_1              2
o31ai_1               2
or4_1                 2
xor2_1                2
power by group through the flow:
stage                 Sequential (mW)  Clock (mW)  Combinational [mW]
final                           0.226       0.124              0.0201
after global routing            0.227       0.138              0.0232
after CTS                       0.226       0.128              0.0200
stage by stage:
| step | worst slack [ns] | total power, mW | std cells |
|---|---|---|---|
| finish | 1.02 | 0.370 | 109 |
| global route | 0.977 | 0.388 | 109 |
| CTS | 0.995 | 0.375 | 109 |
| floorplan | 1.38 | 0.244 | 56 |
| global placement | 1.12 | 0.251 | 105 |
| detailed placement | 1.09 | 0.251 | 105 |
path summary, 6_finish.rpt:
path                           from  slack [ns]  cells after the start                    end
max                DB_out$_DFFE_PP_        1.02                      1                 DB_out
min                 DFF2$_SDFF_PN0_        0.47                      0       DB_out$_DFFE_PP_
max reg2reg  q_reg[10]$_SDFFE_PN0P_        1.26                      3  q_reg[9]$_SDFFE_PN0P_
min reg2reg         DFF2$_SDFF_PN0_        0.47                      0       DB_out$_DFFE_PP_
area by class of cell:
cell class,instances,area [um^2]
multi-input combinational,42,302
sequential,14,290
timing repair buffer,3,30.0
fill,369,2710
clock buffer,4,26.3
tap,46,57.6
Power figures rest on the tool's default switching activity, not on a simulated workload.
